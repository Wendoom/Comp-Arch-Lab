File: flow/design.v
module RegFile(
    input clk,
    input reset,
    input RegWrite,      
    input [4:0] ReadReg1,
    input [4:0] ReadReg2,      
    input [4:0] WriteReg,    
    input [31:0] WriteData,  
    output [31:0] ReadData1,    
    output [31:0] ReadData2    
);
   reg [31:0] registers [31:0];
   assign ReadData1 = registers[ReadReg1];
   assign ReadData2 = registers[ReadReg2];
   always @(posedge clk or negedge reset) begin
        if (!reset) begin
            integer i;
            for (i = 0; i < 32; i = i + 1) begin
                registers[i] <= 32'b0;
            end
        end else if (RegWrite && (WriteReg != 5'b0)) begin
            registers[WriteReg] <= WriteData;
        end
    end
endmodule
File: flow/config.mk
export PLATFORM = sky130hd
export DESIGN_NAME = RegFile
export DESIGN_NICKNAME = RegFile
export VERILOG_FILES = /design/flow/design.v
export SDC_FILE = /design/flow/constraint.sdc
export NUM_CORES = 4
export LEC_CHECK = 1
export CORE_UTILIZATION = 30
File: flow/constraint.sdc
current_design RegFile

set clk_period 8.7
set clk_io_pct 0.2

create_clock -name clk0 -period $clk_period [get_ports {clk}]

set non_clock_inputs [all_inputs -no_clocks]
set_input_delay [expr $clk_period * $clk_io_pct] -clock clk0 $non_clock_inputs
set_output_delay [expr $clk_period * $clk_io_pct] -clock clk0 [all_outputs]
File: flow/run.sh
#!/bin/bash
# OpenROAD 26Q1-2900-gdf79404cd8, Yosys 0.63+post, stock flow scripts
make -C /OpenROAD-flow-scripts/flow DESIGN_CONFIG=/design/flow/config.mk WORK_HOME=/design/flow/orfs finish
==> impl_metrics.tcl <==
# place-and-route summary
set metrics [dict create \
    rsz0062_at_grt "false" \
    cts_tree "done" \
    slew_violations 0 \
    largest_reg_flops 1024 \
    syn_area_per_cell_sq_um 11.8 \
    yosys_warnings 2 \
    synthCells 4389 \
    syn_to_final_growth_pct 17.4 \
    h-tree-depth 3 \
    setup_viol 0 \
    min_to "registers[0][30]" \
    ys_seq_frac 0.496 \
    ys_ff 1024 \
    crit_chain "buf_2, or3b_1, buf_4, nor2_4, buf_4, a22oi_1, nand4_1, nor3_1, a31oi_1, clkdlybuf4s50_1" \
    power_density_mw_per_mm2 232 \
    drtPass1Iterations 10 \
    crit_path_max_incr_delay_ns 0.84 \
    p_total_mw 14.1 \
    crit_type "in2out" \
    cp_slowest_cell "or3b_1" \
    drc 0 \
    yosys_most_used_dff "dfrtp_1" \
    finalHoldViolCount 0 \
    wirelength_microns 296000 \
    grt_pass1_wl_microns 399000 \
    warnings 42 \
    io_buffers 113 \
    whs_path_depth 0 \
    regToRegSetupSlack_ns 7.75 \
    die-area_sq_mm 0.174 \
    clk_pin_slew_ns 0.06 \
    mostFrequentLayoutCells "dfrtp_1, mux2_2, a22oi_1" \
    ctsResizeCount 0 \
    hp-start "registers[0][30]" \
    arrival_ns 5.92 \
    reg2reg_depth 1 \
    critPathMaxFanout 25 \
    globalRouteOverflowTotal 0 \
    top_area_frac 0.496 \
    slew_headroom 0.0438 \
    hold_ws_ns 0.405 \
    ctsLongestPathBuffers 3 \
    placementRows 151 \
    syn_area_sq_mm 0.0517 \
    cap_violations 0 \
    design_area_sq_mm 0.0606 \
    track_usage 0.348 \
    antenna_left 0 \
    largest_registers "registers (1024)" \
    vdd_drop_max_uv 196 \
    numCtsBuffers 115 \
    coreArea_sq_mm 0.170 \
    min_path_type "reg2reg" \
    yosys.area.top_type "dfrtp_1" \
    required_ns 6.96 \
    end_kind "output port" \
    boundaryPins 114 \
    vias 46000 \
    grt_max_degree 118 \
    post-route-period-util 0.881 \
    tns_ns 0 \
    grt_pass1_vias 45400 \
    layout_setup_ws_ns 1.04 \
    dp_slack_ns 1.37 \
    yosys_cells 4389 \
    fmax_mhz 130 \
    leakage_nw 25.9 \
    critical_path.startpoint_type "input port" \
    finClkSkew_ns 0 \
    drive_gt1_frac 0.357 \
    antenna_found_initial 26 \
    drtIter0Drc 6204 \
    globalplace.congestion 1.10 \
    area_leaders "dfrtp_1, mux2_2, a22oi_1" \
    dieWidth_microns 417 \
    clockRootBuffer "clkbuf_16" \
    synthArstFlopShare 1.00 \
    yosys_area_sq_mm 0.0517 \
    fin_crit_ns 7.66 \
    status "finished, final reports clean" \
    clkSinkCount 1024 \
    synth.distinct_cells 70 \
    lay_top_count "dfrtp_1" \
    avgViaCountPerCell 6.70 \
    top_register "registers" \
    clk_latency_ns 0.78 \
    holdBufCountCts 0 \
    cts_setup_buffers 0 \
    die_height_microns 417 \
    routedWlPerCell_microns 43.1 \
    hpwl_microns 193000 \
    cp_common_cell "buf_4" \
    r2r_end "registers[3][29]" \
    worst_pin_slew_ns 1.42 \
    edf_count 0 \
    initCoreUtil 0.304 \
    r2r_start "registers[3][29]" \
    placed_area_sq_mm 0.0565 \
]
[layout make-up]
class                      instances  area [sq um]
tap                             2295          2870
clock buffer                     145          3200
timing repair buffer             405          3460
inverter                           5          18.8
sequential                      1024         25600
fill                           16400        110000
antenna                           22          55.1
multi-input combinational       2909         24600
clock inverter                    65           860
[worst max-delay path by stage]
stage | from | end | slack (ns)
CTS | ReadReg1[1] | ReadData1[21] | 1.37
finish | ReadReg1[1] | ReadData1[1] | 1.04
global route | ReadReg1[2] | ReadData1[30] | 1.20
[synth_stat cells, types with 8 or more instances]
library cell and count:
nand2b_1 17, nor4_1 21, a2111oi_0 9, o211ai_1 10, nor2b_1 17, nor3_1 75
mux2i_1 61, nand4_1 92, a21oi_1 75, clkbuf_1 202, nor2_1 165, mux2_2 1009
buf_1 45, and4_1 11, dfrtp_1 1024, a22oi_1 700, nand3_1 45, o32a_1 10
or3_1 9, a31oi_1 29, mux2_1 8, buf_4 17, nand3b_1 9, a32oi_1 27
o22a_1 9, a22o_1 55, nand2_1 195, nor2_2 25, o22ai_1 20, and2_1 9
and3_1 11, a222oi_1 26, a221oi_1 28, o21ai_0 34, buf_2 184
[per-stage QoR]
step	cells	utilization
after global routing	6855	0.356
final	6870	0.356
after global placement	6638	0.332
after detailed placement	6638	0.332
after floorplan	4389	-
after CTS	6848	0.356
[logic make-up (layout without fill, tap and decap cells)]
group	count (synthesis)	count (layout)	share of synthesized area
AND-OR/OR-AND	1090	1090	0.158
multiplexers	1083	1083	0.236
flip-flops	1024	1024	0.496
AND/OR/NAND/NOR	736	736	0.0712
buffers and inverters	456	620	0.0393
other	0	22	0
[layer usage]
| layer | vias to the layer above | track usage | wire [microns] |
|---|---|---|---|
| li1 | 17000 | - | - |
| met2 | 4158 | 0.457 | 117000 |
| met1 | 23300 | 0.420 | 103000 |
| met4 | 24 | 0.251 | 28800 |
| met3 | 1530 | 0.205 | 47200 |
| met5 | - | 0.0139 | 391 |
[critical path, delay by kind of cell]
family                 cells  cell delay (ns)
AND-OR/OR-AND              2             0.63
buffers and inverters      4             1.97
AND/OR/NAND/NOR            4             1.53
[where the power goes]
part           internal [mW]  switching (mW)  leakage (nW)  total [mW]
Clock                   3.09            2.22          1.99        5.31
Sequential              5.66            1.00          13.1        6.66
Combinational           1.06            1.05          10.7        2.11
Power and IR drop assume default switching activity.
