===== run.sh =====
#!/bin/bash
# OpenROAD 26Q1-2900-gdf79404cd8, Yosys 0.63+post, stock flow scripts
make -C /OpenROAD-flow-scripts/flow DESIGN_CONFIG=/design/flow/config.mk WORK_HOME=/design/flow/orfs finish

===== config.mk =====
export PLATFORM = sky130hd
export DESIGN_NAME = add32
export DESIGN_NICKNAME = add32
export VERILOG_FILES = /design/flow/design.v
export SDC_FILE = /design/flow/constraint.sdc
export NUM_CORES = 4
export LEC_CHECK = 1
export CORE_AREA = 10 10 90 90
export DIE_AREA = 0 0 100 100

===== constraint.sdc =====
current_design add32

set clk_period 10.8
set clk_io_pct 0.2

create_clock -name clk0 -period $clk_period

set non_clock_inputs [all_inputs -no_clocks]
set_input_delay [expr $clk_period * $clk_io_pct] -clock clk0 $non_clock_inputs
set_output_delay [expr $clk_period * $clk_io_pct] -clock clk0 [all_outputs]

===== design.v =====
module decoder(d0,d1,d2,d3,d4,d5,d6,d7,x,y,z); 
	input x,y,z; 
	output d0,d1,d2,d3,d4,d5,d6,d7; 
	wire x0,y0,z0; 
	not n1(x0,x); 
	not n2(y0,y); 
	not n3(z0,z); 
	and a0(d0,x0,y0,z0); 
	and a1(d1,x0,y0,z); 
	and a2(d2,x0,y,z0); 
	and a3(d3,x0,y,z); 
	and a4(d4,x,y0,z0); 
	and a5(d5,x,y0,z); 
	and a6(d6,x,y,z0); 
	and a7(d7,x,y,z);
endmodule
module fadder(s,c,x,y,z);
	input x,y,z; 
	wire d0,d1,d2,d3,d4,d5,d6,d7; 
	output s,c; 
	decoder dec(d0,d1,d2,d3,d4,d5,d6,d7,x,y,z); 
	assign s = d1 | d2 | d4 | d7, 
	c = d3 | d5 | d6 | d7; 
endmodule
module add8(sum,cout,a,b,cin);
	input[7:0] a,b;
	input cin;
	output[7:0] sum;
	output cout;
	wire c1,c2,c3,c4,c5,c6,c7;
	fadder a1(sum[0],c1,a[0],b[0],cin);
	fadder a2(sum[1],c2,a[1],b[1],c1);
	fadder a3(sum[2],c3,a[2],b[2],c2);
	fadder a4(sum[3],c4,a[3],b[3],c3);
	fadder a5(sum[4],c5,a[4],b[4],c4);
	fadder a6(sum[5],c6,a[5],b[5],c5);
	fadder a7(sum[6],c7,a[6],b[6],c6);
	fadder a8(sum[7],cout,a[7],b[7],c7);
endmodule
module add32(sum,cout,a,b,cin);
	input [31:0] a,b;
	input cin;
	output[31:0] sum;
	output cout;
	wire c1,c2,c3;
	add8 a1(sum[7:0],c1,a[7:0],b[7:0],cin);
	add8 a2(sum[15:8],c2,a[15:8],b[15:8],c1);
	add8 a3(sum[23:16],c3,a[23:16],b[23:16],c2);
	add8 a4(sum[31:24],cout,a[31:24],b[31:24],c3);
endmodule

==> impl_metrics.yaml <==
# generated from flow reports
critical_path:
  critPathMaxStageDelay_ns: 0.51
  required_ns: 8.64
  crit_path_end_kind: "output port"
  critPathSlowestCell: "fa_2"
  crit_fanout: 1
  start_kind: "primary input"
  worstPathArrival_ns: 13.67
  critical_path_class: "primary input to output port"
  crit_top_cell: "fa_2"
die:
  fp-utilization_pct: 14.0
  die-area_um2: 10000
  num_rows: 29
  ios: 98
  die-width_um: 100
  core_area_um2: 6280
  chipHeight_um: 100
logic_synthesis:
  yosys_cells: 64
  synth_warnings: 0
  synth.avg_cell_area_um2: 13.8
  syn-instance-count: 64
  top_area_share_pct: 72.7
  yosysChipArea_um2: 881
  area_leaders: "fa_1 73%, buf_4 27%"
  synthesis.area_um2: 881
  ys_types: 2
  synth_seq_share_pct: 0
  largest_area_cell: "fa_1"
sta:
  rsz0062_at_grt: "true"
  finalSetupViolCount: 16
  final_hold_viol_count: 0
  max_freq_mhz: 63.2
  min_period_ns: 15.83
  timing.final.ws_setup_ns: -5.03
  drv_slew: 0
  fin_crit_sh_pct: 147
  worst_pin_slew_ns: 0.113
  relSlewSlack_pct: 92.5
  setup_tns_ns: -43.87
  fin_worst_hold_slack_ns: 5.03
drt:
  first_pass_iters: 2
  num_antenna_cells: 0
  finalWirelength_mm: 2.75
  drc: 0
  ant_nets: 0
  drt_iter0_drc: 1
  viasPerCell: 3.29
  routed-via-count: 680
  wl_per_cell_um: 13.3
global_route:
  use_met3_pct: 4.58
  grt_pass1_wl_mm: 4.24
  overflow: 0
  grt_use_met1_pct: 6.84
  grtUsageTotal_pct: 5.21
  grt_pass1_vias: 834
  grtUsageMet2_pct: 6.72
  grt_max_degree: 2
  antenna_found_initial: 0
  busiest_layer: "met1"
power:
  ir_drop_mv: 0.0206
  p_sw_share_pct: 28.2
  combPwrFrac_pct: 100.0
  p_int_w: 0.0000615
  total_power_w: 0.0000857
  seqPwrFrac_pct: 0
  powerDensity_nw_per_um2: 50.2
  p_sw_w: 0.0000242
  clockPowerShare_pct: 0
  p_leak_nw: 0.612
finish:
  fin_util_pct: 27.2
  clkbuf_count: 0
  layout_top_cell: "clkdlybuf4s50_1"
  layout-drive-gt1-share_pct: 40.0
  numSequentialCells: 0
  lay_top_cells: "76 x clkdlybuf4s50_1, 32 x fa_2, 18 x buf_2"
  flop_area_um2: 0
  synthToLayoutAreaGrowth_pct: 94.0
placement:
  place.gp.congestion: 0.718
  pre_cts_slack_ns: -5.81
  dp_hpwl_mm: 2.78
  port_buffers: 98
run:
  drv_cap: 0
  warnings: 35
outcome:
  status: "finished with violations"
  violations: "setup timing"
clocking:
  cts_setup_buffers: 0
hold_path:
  hold_path_class: "primary input to output port"
==> worst paths after layout <==
| path | slack, ns | endpoint | startpoint | cells past startpoint |
|---|---|---|---|---|
| hold / removal | 5.03 | sum[0] | a[0] | 3 |
| setup / recovery | -5.03 | sum[31] | a[0] | 34 |
==> metal layers <==
layer	up-vias	wire length (µm)
li1	292	-
met3	0	627
met5	-	0
met2	74	993
met1	314	1130
met4	0	0
==> power groups by stage <==
stage	clock, W	sequential, W	combinational (W)
6_report	0	0	0.0000857
5_1_grt	0	0	0.000101
4_1_cts	0	0	0.0000912
==> cell families (layout without fill, tap and decap cells) <==
group	after synthesis	after routing	share of synthesized area [%]
buffers and inverters	32	98	27.3
adders and majority gates	32	32	72.7
==> critical path, delay by kind of cell <==
| family | cells | cell delay, ns |
|---|---|---|
| buf+inv | 2 | 0.18 |
| fa+ha+maj | 32 | 11.29 |
==> cells in the mapped netlist <==
master and instances:
buf_4 32, fa_1 32
==> what timing repair did <==
action | in CTS | in global routing
endpoints found under the setup margin | 18 | 18
resized | 65 | 3
hold buffers | 0 | 0
cloned | 0 | 0
pin swaps | 0 | 0
==> cell type report <==
type,instances,area (µm²)
fill,649,4570
multi-input combinational,32,721
timing repair buffer,98,892
tap,77,96.3
==> stage by stage <==
| stage | instance area (µm²) | cells |
|---|---|---|
| 6_report | 1710 | 207 |
| 3_5_place_dp | 1800 | 207 |
| 4_1_cts | 1710 | 207 |
| 5_1_grt | 1710 | 207 |
| 3_3_place_gp | 1800 | 207 |
| 2_1_floorplan | 958 | 64 |
Power figures rest on the tool's default switching activity, not on a simulated workload.
