--- flow/design.v ---
module mux2to1(out,sel,in1,in2); 
	input in1,in2,sel; 
	output out; 
	wire not_sel,a1,a2; 
	not (not_sel,sel); 
	and (a1,sel,in2); 
	and (a2,not_sel,in1); 
	or(out,a1,a2); 
endmodule
module bit8_2to1mux (out, sel, in1, in2);
    input [7:0] in1, in2;
    output [7:0] out;
    input sel;
    genvar i;
    generate
        for (i = 0; i < 8; i = i + 1) begin: mux_loop
            mux2to1 m_inst(out[i], sel, in1[i], in2[i]);
        end
    endgenerate
endmodule
module bit32_2to1mux(out, sel, in1, in2);
    input  [31:0] in1, in2;
    output [31:0] out;
    input  sel;
    bit8_2to1mux m0(out[7:0],   sel, in1[7:0],   in2[7:0]);
    bit8_2to1mux m1(out[15:8],  sel, in1[15:8],  in2[15:8]);
    bit8_2to1mux m2(out[23:16], sel, in1[23:16], in2[23:16]);
    bit8_2to1mux m3(out[31:24], sel, in1[31:24], in2[31:24]);
endmodule
module bit32_3to1mux(out, sel, in0, in1, in2);
    input  [31:0] in0, in1, in2;
    input  [1:0]  sel;       
    output [31:0] out;
    wire [31:0] w0, w1;
    bit32_2to1mux m0(w0, sel[0], in0, in1);
    bit32_2to1mux m1(out, sel[1], w0, in2);
endmodule
--- flow/run.sh ---
#!/bin/bash
# OpenROAD 26Q1-2900-gdf79404cd8, Yosys 0.63+post, stock flow scripts
make -C /OpenROAD-flow-scripts/flow DESIGN_CONFIG=/design/flow/config.mk WORK_HOME=/design/flow/orfs finish
--- flow/constraint.sdc ---
current_design bit32_3to1mux

set clk_period 1.0
set clk_io_pct 0.2

create_clock -name clk0 -period $clk_period

set non_clock_inputs [all_inputs -no_clocks]
set_input_delay [expr $clk_period * $clk_io_pct] -clock clk0 $non_clock_inputs
set_output_delay [expr $clk_period * $clk_io_pct] -clock clk0 [all_outputs]
--- flow/config.mk ---
export PLATFORM = sky130hd
export DESIGN_NAME = bit32_3to1mux
export DESIGN_NICKNAME = bit32_3to1mux
export VERILOG_FILES = /design/flow/design.v
export SDC_FILE = /design/flow/constraint.sdc
export NUM_CORES = 4
export LEC_CHECK = 1
export CORE_AREA = 10 10 88 88
export DIE_AREA = 0 0 98 98
==> notes.md <==
Item: results of the latest flow run.

- The cell type group with the largest total delay on the critical path is buffers and inverters.
- The clock period minus worst slack is 1050 ps.
- The floorplan has 28 rows.
- The total power consumption of the routed design is 670 uW.
- The number of clock buffers in the layout is 0.
- In the synthesized netlist, the number of instances is 139.
- The share of synthesized cell area in full adder, half adder and majority cells is 0.
- The total global routing overflow is 0.
- In this run, the synthesized area fraction spent on and/or/nand/nor cells is recorded as 0.126.
- The routed design ends up with an antenna cell count of 0.
- The slowest cell on the critical path is sky130_fd_sc_hd__mux2i_4.
- Per the timing report, the biggest fanout along the worst path comes to 7.
- Entering global routing, the biggest net connects 35 pins.
- The area of all sequential standard cells is 0 um2.
- For the worst min-delay path, the startpoint reported by OpenROAD is in2[18].
- The setup fix buffers added after clock tree synthesis is 0.
- The via total after detailed routing is 1161.
- The class of the tightest hold or removal check is in -> out.
- At the pin with the least slew margin, the transition time is 152 ps.
- The share of the Yosys chip area taken by registers is 0.
- The max-slew violation total from the final report is 0.
- The area growth from synthesis to layout is 102%.
- The post-layout period usage of the worst path is 1.05.
- The critical setup path kind is in -> out.
- The mapped netlist covers 955 um2.
- Per the run summary, max-cap violations total 0.
- Measured against its own limit, the worst slew margin works out to 0.896.
- The Yosys warning count is 0.
- The number of iterations in the first detailed-routing pass is 3.
- The total cells reported by yosys after synthesis is 139.
- The number of antenna violations at the first check in global routing is 0.
- The main logic family after synthesis is buffers and inverters.
- TritonRoute output was used to compute an average wire per cell of 14.0 um.
- The global router's overall resource usage is 0.0823.
- The synthesized area divided by synthesized cell count is 6.87 um2.
- The maximum operating frequency is 950 MHz.
- The flow ran to the end, but the final reports show violations.
- Per the detail_route report, DRC violations left total 0.
- The startpoint of the most critical setup path is sel[0].
- The via count of the first global-routing pass is 1228.
- The final weighted congestion in routability-driven placement is 0.775.
- Buffers inserted to repair hold after CTS numbered 0.
- 130 I/O pins were placed.
- Yosys reports a chip area of 955 um2.
- The routed via count divided by cell count is 3.76.
- The aoi/oai-family share of the synthesized area is 0.176.
- Setup repair after global routing could not meet its margin everywhere.
- The category of the worst setup path capture point is an output port.
- Warnings raised by the tools during the run amount to 35.
- The signal on the critical path passes through buf_12 -> buf_16 -> mux2i_4 -> o21ai_2 -> buf_2.
- Of the post-synthesis cell area, the part taken by muxes is 0.336.
- Of the total synthesized cell area, the portion taken by XOR and XNOR cells is 0.
- Nets still carrying antenna violations after routing amount to 0.
- For this run, the final setup violation count is recorded as 32.
- The number of hold-slack violations in the final timing report is 0.
- Before CTS, the worst setup slack after placement is -566 ps.
- In this run the static leakage power is 0.00105 uW.
- The total length of routed wires is 4.34 mm.
- The horizontal die dimension reported for this design is 98 um.
- The placement report lists the number of port buffers as 130.
- The first-iteration detailed-routing DRC count is 7.
- The worst supply voltage drop on vdd is 140 uV.
- The layout summary lists the proportion of cells stronger than drive strength 1 as 0.205.
- The type of element launching the critical path is an input port.
- The sum of buffers and inverters on the critical path is 3.
- The sequential cell count is 0.
- The OpenROAD report gives the critical path a data arrival time of 850 ps.
- The fill cell total of the finished layout is 694.
- The longest individual stage delay on the worst path is 180 ps.
- The power density over cell area is 347 nW/um2.
- Across all setup checks in the final design, the least slack found is -52.4 ps.
- Per the OpenROAD floorplan log, the height of the die is 98 um.
- After floorplanning, the core was sized to cover 5920 um2.
- After synthesis, the netlist uses 9 different library cells.
- The final reports fail on setup timing.
- In the floorplan report the effective utilization is 0.161.
- The half-perimeter wire length after placement is 3.64 mm.
- In this run the full chip footprint comes out at 9600 um2.
- The global-route wire length before repair is 6.69 mm.
- The required arrival time at the worst endpoint is 800 ps.
## cell usage in the layout, fill, tap and decap left out, types with 2 or more instances in the layout
master	count
sky130_fd_sc_hd__o21ai_2	2
sky130_fd_sc_hd__mux2i_2	3
sky130_fd_sc_hd__dlygate4sd2_1	94
sky130_fd_sc_hd__dlymetal6s2s_1	2
sky130_fd_sc_hd__buf_16	2
sky130_fd_sc_hd__nand2_1	32
sky130_fd_sc_hd__mux2i_1	28
sky130_fd_sc_hd__buf_2	32
sky130_fd_sc_hd__buf_12	5
sky130_fd_sc_hd__o21ai_1	30
## area by class of cell
type	count	area, um2	area share
multi-input combinational	96	632	0.327
timing repair buffer	138	1200	0.624
tap	75	93.8	0.0486
## worst paths after layout
path	endpoint	slack [ps]	depth (start not counted)
worst min-delay path	out[18]	670	4
worst max-delay path	out[18]	-50	5
## stage by stage
| stage | std cells | hold WS [ps] | setup TNS [ps] | area, um2 | utilization |
|---|---|---|---|---|---|
| after floorplan | 139 | 566 | -1.04 | 963 | - |
| after global placement | 306 | 1170 | -16610 | 2080 | 0.351 |
| after detailed placement | 306 | 1170 | -16850 | 2080 | 0.351 |
| after CTS | 308 | 780 | -1360 | 1880 | 0.317 |
| after global routing | 309 | 703 | -2700 | 1930 | 0.326 |
| final | 309 | 669 | -859 | 1930 | 0.326 |
## layer usage
metal,wire length [um],track usage
met4,0,0
met3,553,0.0398
met2,2040,0.144
met5,0,0
met1,1740,0.0943
## what timing repair did
item,in CTS,in global routing
pin swaps,33,29
gates resized,200,7
endpoints found under the setup margin,32,32
cloned,2,1
## power by group
group	switching, uW	internal, uW
clock	0	0
combinational	222	448
sequential	0	0
total	222	448
## cell families (layout without fill, tap and decap cells)
group                  Yosys count  after routing
AND-OR/OR-AND                   32             32
AND/OR/NAND/NOR                 32             32
buffers and inverters           43            138
multiplexers                    32             32
## synth_stat cells
cell / count / area (um2)
sky130_fd_sc_hd__buf_12: 3 / 60.1
sky130_fd_sc_hd__buf_2: 7 / 35.0
sky130_fd_sc_hd__buf_4: 32 / 240
sky130_fd_sc_hd__buf_6: 1 / 11.3
sky130_fd_sc_hd__mux2i_1: 32 / 320
sky130_fd_sc_hd__nand2_1: 32 / 120
sky130_fd_sc_hd__o21ai_0: 2 / 10.0
sky130_fd_sc_hd__o21ai_1: 28 / 140
sky130_fd_sc_hd__o21ai_2: 2 / 17.5
No activity file was given, so power comes from the tool's default toggle rates.
